**run.sh**
```bash
#!/bin/bash
# OpenROAD 26Q1-2900-gdf79404cd8, Yosys 0.63+post, stock flow scripts
make -C /OpenROAD-flow-scripts/flow DESIGN_CONFIG=/design/flow/config.mk WORK_HOME=/design/flow/orfs finish
```
**config.mk**
```make
export PLATFORM = sky130hd
export DESIGN_NAME = seq_mul
export DESIGN_NICKNAME = seq_mul
export VERILOG_FILES = /design/flow/design.v
export SDC_FILE = /design/flow/constraint.sdc
export NUM_CORES = 4
export LEC_CHECK = 1
export CORE_AREA = 10 10 102 102
export DIE_AREA = 0 0 112 112
```
**constraint.sdc**
```tcl
current_design seq_mul

set clk_period 4.0
set clk_io_pct 0.2

create_clock -name clk0 -period $clk_period [get_ports {clk}]

set non_clock_inputs [all_inputs -no_clocks]
set_input_delay [expr $clk_period * $clk_io_pct] -clock clk0 $non_clock_inputs
set_output_delay [expr $clk_period * $clk_io_pct] -clock clk0 [all_outputs]
```
**design.v**
```verilog
module pg(input wire clk, reset, start, tc, output wire q);
  wire t1,t2;
  parameter vdd=1'b1;
  parameter gnd=1'b0;
  mux2 M1(t2, vdd, start, q);
  mux2 M2(q, gnd, tc, t1);
  dfr d2(clk, reset, t1, t2);
endmodule
module reg4(input wire clk, en, input wire [7:0] a, output wire [7:0] y);
  dfl dfl_1(clk, en, a[0], y[0]);
  dfl dfl_2(clk, en, a[1], y[1]);
  dfl dfl_3(clk, en, a[2], y[2]);
  dfl dfl_4(clk, en, a[3], y[3]);
  dfl dfl_5(clk, en, a[4], y[4]);
  dfl dfl_6(clk, en, a[5], y[5]);
  dfl dfl_7(clk, en, a[6], y[6]);
  dfl dfl_8(clk, en, a[7], y[7]);
endmodule
module reg8(input wire clk,start,ld,cy,input wire [7:0] c, b, output wire [16:0] p);
  wire en2;
  dfl dfl_0(clk, ld, cy, p[16]);
  dfl dfl_1(clk, ld, c[7], p[15]);
  dfl dfl_2(clk, ld, c[6], p[14]);
  dfl dfl_3(clk, ld, c[5], p[13]);
  dfl dfl_4(clk, ld, c[4], p[12]);
  dfl dfl_5(clk, ld, c[3], p[11]);
  dfl dfl_6(clk, ld, c[2], p[10]);
  dfl dfl_7(clk, ld, c[1], p[9]);
  dfl dfl_8(clk, ld, c[0], p[8]);
  mux_df muxdf_0(clk, p[8], b[7], start, en2, p[7]);
  mux_df muxdf_1(clk, p[7], b[6], start, en2, p[6]);
  mux_df muxdf_2(clk, p[6], b[5], start, en2, p[5]);
  mux_df muxdf_3(clk, p[5], b[4], start, en2, p[4]);
  mux_df muxdf_4(clk, p[4], b[3], start, en2, p[3]);
  mux_df muxdf_5(clk, p[3], b[2], start, en2, p[2]);
  mux_df muxdf_6(clk, p[2], b[1], start, en2, p[1]);
  mux_df muxdf_7(clk, p[1], b[0], start, en2, p[0]);
assign en2 = start | ld;
endmodule
module cnt4(input wire clk, load, en, input wire [2:0] data, lmt, output reg tc, output reg [1:0] out);
  parameter reset=0;
  initial begin out=3'b000; tc=0; end
  always @(posedge clk)
  if (reset) begin out <= 3'b000 ; end 
  else if (load) begin out <= data; end 
  else if (en) out <= out + 3'b001;
  else out <= out;
  always @(posedge clk)
  if (out == lmt) tc <= 1;
  else tc<=0;
endmodule
module mux2 (input wire i0, i1, j, output wire o);
  assign o = (j==0)?i0:i1;
endmodule
module invert (input wire i, output wire o);
   assign o = !i;
endmodule
module and2 (input wire i0, i1, output wire o);
  assign o = i0 & i1;
endmodule
module fulladd(input wire a,b,cin, output wire sum, cout);
    assign sum = a ^ b ^ cin;
    assign cout = (a&b)+(b&cin)+(cin&a);
endmodule
module mux_df(input wire clk, i0, i1, s, load, output wire z_);
  wire d_in;
  mux2 mux2_0(i0, i1, s, d_in);
  dfl dfl_0(clk, load, d_in, z_);
endmodule
module ripple_carry_4_bit(input wire [7:0] a,b, output wire [7:0] s, output wire cout);
  wire [6:0] c;
  fulladd f_0(a[0], b[0], 1'b0, s[0], c[0]);
  fulladd f_1(a[1], b[1], c[0], s[1], c[1]);
  fulladd f_2(a[2], b[2], c[1], s[2], c[2]);
  fulladd f_3(a[3], b[3], c[2], s[3], c[3]);
  fulladd f_4(a[4], b[4], c[3], s[4], c[4]);
  fulladd f_5(a[5], b[5], c[4], s[5], c[5]);
  fulladd f_6(a[6], b[6], c[5], s[6], c[6]);
  fulladd f_7(a[7], b[7], c[6], s[7], cout);
endmodule
module df (input wire clk, in, output wire out);
  reg df_out;
  initial begin df_out = 0; end
  always@(posedge clk) df_out <= in;
  assign out = df_out;
endmodule
module dfr (input wire clk, reset, in, output wire out);
  wire reset_, df_in;
  invert invert_0 (reset, reset_);
  and2 and2_0 (in, reset_, df_in);
  df df_0 (clk, df_in, out);
endmodule
module dfl(input wire clk, load, in, output wire out);
  wire _in;
  mux2 mux2_0(out, in, load, _in);
  df df_0 (clk, _in, out);
endmodule
module dfrl (input wire clk, reset, load, in, output wire out);
  wire _in;
  mux2 mux2_0(out, in, load, _in);
  dfr dfr_1(clk, reset, _in, out);
endmodule
`timescale 1ns / 1ps
module seq_mul(input wire clk,start,input wire [7:0] a,b, output wire [15:0] op);
    wire [16:0] p;
    wire [7:0] t,c,a1;
    wire ld,load,shift,cy;
    wire [1:0] out;
    reg4 rg1(clk, start, a, a1);
    assign t[0] = a1[0] & p[0]; 
    assign t[1] = a1[1] & p[0];
    assign t[2] = a1[2] & p[0]; 
    assign t[3] = a1[3] & p[0];
    assign t[4] = a1[4] & p[0];
    assign t[5] = a1[5] & p[0];
    assign t[6] = a1[6] & p[0];
    assign t[7] = a1[7] & p[0];
    ripple_carry_4_bit ad(p[16:9], t, c, cy);
    reg8 rg2(clk, start, ld, cy, c, b, p);
    cnt4 cnt(clk, load, en, 3'b000, 3'b100, tc, out);
    pg pg1(clk, 1'b0, start, tc, en);
    assign load = start | tc;
    assign ld = en;
    assign op = p[16:1];
endmodule
```
==> out/results.ini <==
[status]
status = completed

[place]
dpl.hpwl_mm = 1.85
placed_area_um2 = 1610
numPortBuffers = 33
place.gp.congestion = 0.715

[floorplan]
io_pins = 34
die_x_um = 112
dieArea_um2 = 12500
row_count = 33
die_h_um = 112
fp_util = 0.153
core_area_um2 = 8220

[pwr]
combPwrFrac = 0.292
peakVddDrop_mv = 0.188
swShare = 0.237
clock_power_share = 0.184
power.internal_mw = 0.624
leakagePower_nw = 0.625
p_per_area_nw_per_um2 = 495
switchingPower_mw = 0.194
power_frac_seq = 0.524

[synth]
yosysWarningCount = 4
synth.avg_cell_area_um2 = 16.2
ys.flops = 26
synthCells = 78
ys_cells = 78
ys_seq_share = 0.611
netlist_area_um2 = 1260
yosys_area_um2 = 1260
synth_cell_types = 11

[final_timing]
skew_ns = 0.00190
fin_crit_ns = 3.70
tns_ns = 0
setup_viol = 0
worst_pin_slew_ns = 0.845
rsz0062_at_grt = no
maxSlewViolCount = 0
relSlewSlack = 0.437
fmax_mhz = 270
fin_crit_sh = 0.925
hold_violations = 0

[worst_setup_path]
crit_start = rg2.muxdf_7.dfl_0.df_0.df_out
cp-start-kind = flip-flop
timing.rr.start = rg2.muxdf_7.dfl_0.df_0.df_out
path_class = flip-flop to flip-flop
cp_max_fo = 2
arrival_ns = 3.85
end_kind = flip-flop
critPathRequiredTime_ns = 4.15
r2r_slack_ns = 0.30

[hold_path]
holdCritStartpoint = rg2.muxdf_4.dfl_0.df_0.df_out
hp-class = flip-flop to flip-flop

[cells_and_area]
most-common-layout-cells = 33 x clkdlybuf4s50_1, 25 x edfxtp_1, 10 x inv_1
num-fill-cells = 878
drive_above_1_share = 0.130
synthToLayoutAreaGrowth_pct = 31.0
final_cell_area_um2 = 1650
lay_top_count = clkdlybuf4s50_1

[clock_network]
post_cts_resized = 0
cts_tree = yes
post_cts_buffers = 0
cts_buffer_depth = 2
htree_levels = 1
root_buffer = clkbuf_8
clkTransAtPathRegs_ns = 0.09
clock.latency.late_pin_ns = 0.27
tritoncts_num_sinks = 26
cts_hold_buf = 0
cts-buffers-inserted = 3

[route]
via_per_inst = 2.84
totalWireLength_mm = 2.38
detail-route-antenna-nets = 0
route.detailed.drc = 0
routedWlPerCell_um = 11.6
drtIter0Drc = 30
firstDrtPassIters = 2
vias = 583
n_antenna_cell = 0

[grt]
first_global_vias = 662
grt_antenna_before_repair = 0
grt.total_usage = 0.0372
grt_pass1_wl_mm = 3.65
grt-ovfl-total = 0
grt_max_degree = 19

[flow_run]
maxCapViolations = 0
warning_count = 25

routing by layer:
layer,track usage,vias up,routed length [um]
li1,-,286,-
met4,0.000846,0,0
met5,0,-,0
met3,0.0206,0,189
met2,0.0614,22,1160
met1,0.0444,275,1030
through the flow:
| stage | power, mW | setup WS (ns) | hold WS [ns] | instances | util |
|---|---|---|---|---|---|
| floorplan | 0.582 | 0.355 | 0.539 | 78 | - |
| finish | 0.817 | 0.299 | 0.587 | 205 | 0.201 |
| global placement | 0.680 | 0.341 | 0.559 | 201 | 0.196 |
| CTS | 0.843 | 0.249 | 0.594 | 205 | 0.201 |
| detailed placement | 0.687 | 0.277 | 0.571 | 201 | 0.196 |
| global route | 0.891 | 0.0363 | 0.603 | 205 | 0.201 |
cell type report:
| class | count | area (um^2) | share of cell area |
|---|---|---|---|
| clock inverters | 1 | 3.75 | 0.00227 |
| multi-input cells | 25 | 322 | 0.195 |
| inverters | 10 | 37.5 | 0.0227 |
| clock buffers | 3 | 41.3 | 0.0250 |
| repair buffers | 35 | 345 | 0.209 |
| flip-flops and latches | 26 | 771 | 0.467 |
| well taps | 105 | 131 | 0.0795 |
kinds of logic after synthesis:
family | Yosys count | share of synthesized area
buf+inv | 27 | 0.134
flops | 26 | 0.611
simple gates | 9 | 0.0387
mux | 8 | 0.0952
fa+ha+maj | 8 | 0.121
Yosys cell counts, drive strengths merged:
| cell | count | area [um^2] |
|---|---|---|
| fa | 7 | 140 |
| dfxtp | 1 | 20.0 |
| mux2 | 8 | 120 |
| buf | 17 | 131 |
| inv | 10 | 37.5 |
| and2 | 5 | 31.3 |
| edfxtp | 25 | 751 |
| nand2 | 3 | 11.3 |
| or2 | 1 | 6.26 |
| ha | 1 | 12.5 |
critical path, stage by stage (launching register included):
cell,delay [ns]
edfxtp_1,0.40
and2_1,0.15
ha_1,0.19
inv_1,0.07
fa_1,0.20
fa_1,0.18
inv_1,0.05
fa_1,0.44
fa_1,0.47
fa_1,0.46
fa_1,0.42
inv_1,0.08
fa_1,0.39
inv_1,0.06
power groups by stage:
stage	sequential (mW)	clock (mW)	combinational, mW
after global routing	0.439	0.170	0.283
final	0.428	0.150	0.239
after CTS	0.431	0.161	0.252
path summary, 6_finish.rpt:
check / end / depth (start not counted)
worst max-delay path: rg2.dfl_1.df_0.df_out / 13
worst min-delay path: rg2.muxdf_5.dfl_0.df_0.df_out / 1
worst max register to register: rg2.dfl_1.df_0.df_out / 13
worst min register to register: rg2.muxdf_5.dfl_0.df_0.df_out / 1
Power figures rest on the tool's default switching activity, not on a simulated workload.
